File: config.mk
export PLATFORM = sky130hd
export DESIGN_NAME = control
export DESIGN_NICKNAME = control
export VERILOG_FILES = /design/flow/design.v
export SDC_FILE = /design/flow/constraint.sdc
export NUM_CORES = 4
export LEC_CHECK = 1
export CORE_AREA = 10 10 70 70
export DIE_AREA = 0 0 80 80
File: design.v
module control (
  input  [3:0] opcode,
  input        zero,        
  output reg       reg_write,
  output reg       mem_read,
  output reg       mem_write,
  output reg [2:0] alu_op,
  output reg       alu_src,
  output reg       branch,   
  output reg       ldpc,
  output reg       halt         
);
  always @(*) begin
    reg_write = 0;  mem_read = 0;  mem_write = 0;
    alu_src   = 0;  branch   = 0;  ldpc      = 0;
    alu_op    = 3'b000;   
    halt      = 0;     
    case(opcode)
      4'b0000: begin  
        reg_write = 1;
        alu_src   = 0;
        alu_op    = 3'b000;
      end
      4'b0001: begin  
        reg_write = 1;
        alu_src   = 0;
        alu_op    = 3'b011;
      end
      4'b0010: begin  
        reg_write = 1;
        alu_src   = 1;
        alu_op    = 3'b010;
      end
      4'b0011: begin  
        reg_write = 1;
        alu_src   = 0;
        alu_op    = 3'b001;
      end
      4'b0100: begin  
        reg_write = 1;
        alu_src   = 0;
        alu_op    = 3'b100;
      end
      4'b0110: begin  
        reg_write = 0;
        alu_src   = 1;
        alu_op    = 3'b010;
        ldpc      = 1;
      end
      4'b0111: begin  
        halt = 1;
      end
      4'b1000: begin  
        alu_src   = 0;
        alu_op    = 3'b011;
        branch    = zero;
        ldpc      = zero;
      end
      4'b1110: begin  
        alu_src   = 0;
        alu_op    = 3'b011;    
        branch    = ~zero;
        ldpc      = ~zero;
      end
      4'b1001: begin  
        mem_write = 1;
        reg_write = 0;
        alu_src   = 1;  
        alu_op    = 3'b010;  
      end
      4'b1010: begin  
        reg_write = 1;   
        mem_read  = 1;   
        alu_src   = 1;   
        alu_op    = 3'b010;  
      end
      4'b1011: begin  
        reg_write = 1;   
        alu_src   = 0;   
        alu_op    = 3'b010;  
      end
      4'b1100: begin  
        reg_write = 1;  
        alu_src   = 1;
        alu_op    = 3'b010;
        ldpc      = 1;
      end
      4'b1101: begin  
        reg_write = 0;
        alu_src   = 0;
        alu_op    = 3'b010;
        ldpc      = 1;
      end
      4'b1111: begin  
        reg_write = 1;
        alu_src   = 0;       
        alu_op    = 3'b101;  
      end
      4'b0101: begin  
        reg_write = 1;
        alu_src   = 0;        
        alu_op    = 3'b110;   
      end
      default: begin
        reg_write = 0;
      end
    endcase
  end
endmodule
File: run.sh
#!/bin/bash
# OpenROAD 26Q1-2900-gdf79404cd8, Yosys 0.63+post, stock flow scripts
make -C /OpenROAD-flow-scripts/flow DESIGN_CONFIG=/design/flow/config.mk WORK_HOME=/design/flow/orfs finish
File: constraint.sdc
current_design control

set clk_period 1.6
set clk_io_pct 0.2

create_clock -name clk0 -period $clk_period

set non_clock_inputs [all_inputs -no_clocks]
set_input_delay [expr $clk_period * $clk_io_pct] -clock clk0 $non_clock_inputs
set_output_delay [expr $clk_period * $clk_io_pct] -clock clk0 [all_outputs]
==> results_slide.txt <==
Synthesis and Place & Route Summary

Status
  – Outcome: finished, final reports clean

Logic synthesis
  – Synth Seq Share: 0%
  – Synth Warn #: 1
  – Synth unique cells: 22
  – Syn_area_per_cell: about 6.3 sq um
  – YS chip area: ~200 sq um
  – Mapped Cells: 32
  – Number of cells in Yosys stat: 32
  – Mapped Area: ~200 sq um

STA
  – Max frequency: around 660 MHz
  – Slew margin rel.: 87.5%
  – Setup TNS: 0 ns
  – Fin crit share: 94.4%
  – RSZ-0062 raised after global routing: no
  – Fin crit period: around 1.5 ns
  – Final setup vio count: 0
  – Final Hold Violating Endpoints: 0
  – Slew Limit Fails: 0
  – Slew @ Worst Pin: 0.187 ns
  – Hold slack: between 1 and 1.5 ns

Critical path
  – Crit Path Category: primary input to output port
  – CP Capture Type: output port
  – Critical path arrival: between 1 and 1.5 ns
  – Slowest cell on the critical path: clkdlybuf4s50_1
  – Startpoint Class: primary input
  – Crit path max fanout: 8
  – Worst path max stage delay: approximately 0.5 ns
  – Critical Path RT: 1.28 ns
  – Cell Chain, Critical Path: buf_6 > nand2_2 > nor3b_1 > clkdlybuf4s50_1

GRT
  – Overall Global Routing Usage: 2.86%
  – Vias in the first global route: between 300 and 400
  – Largest net degree at the start of global routing: 9
  – Remaining global-route overflow: 0
  – Initial antenna violation count: 0
  – First-pass GRT wire length: roughly 1.5 mm

Finish
  – Layout Utilization: 13.9%
  – FFs & Latches: 0
  – Area delta synth->final: 137%
  – CLK BUF: 0
  – Final instance area: around 470 sq um
  – Reg area: 0 sq um
  – # fillers: about 400
  – MI comb area: between 200 and 250 sq um
  – Layout cells sized above 1: 38.5%
  – Fin cells: slightly below 100

Routing
  – DRT Pass-1 Iters: 2
  – Vias/cell: 3.13
  – Initial DRC Count: roughly 41
  – Via count: a little over 300
  – Routed WL per cell: a little over 9 microns
  – DRC: 0
  – Final wirelength: around 900 microns
  – Ant diodes: 0
  – Post-DRT Antenna Nets: 0

Floorplanning
  – IO Pins: 15
  – Chip width: ~80 microns
  – Core Util at FP: 5.86%
  – Die height: approximately 80 microns
  – DIE AREA: approximately 6400 sq um
  – Row count: 21
  – Core ar.: around 3400 sq um

Run
  – Tool warnings: 32
  – Max cap viols: 0

Place
  – Placement-stage cell area: roughly 470 sq um
  – Cells after DPL: ~100
  – Port bufs: 15
  – RePlAce Congestion: roughly 0.71
  – Hpwl dp: approximately 750 microns

Power
  – Leakage: ~0.22 nW
  – Max VDD drop: about 36 uV
  – PwrDens: approximately 210 nW/um^2

Clock network
  – Cts hold-fix bufs: 0

Min path
  – Hold WC Path Type: primary input to output port
## metrics by stage
stage               power [mW]  setup WS [ns]
floorplan               0.0368          0.472
finish                  0.0999         0.0895
global route             0.111         0.0308
detailed placement       0.103         -0.630
CTS                      0.104        0.00223
global placement         0.102         -0.617
## Yosys cell counts (2+ instances only)
master,number,area [sq um]
nor3b_1,2,15.0
nand2_1,4,15.0
nand2b_1,3,18.8
nor3_1,3,15.0
a21oi_1,2,10.0
a31oi_1,2,12.5
## metal layers
metal,wire (microns),GRT usage (%),vias to the layer above
li1,-,-,154
met1,379,3.43,144
met2,420,5.06,9
met3,99,1.02,0
met4,0,0,0
met5,0,0,-
## path summary, 6_finish.rpt
kind	start	endpoint	slack (ns)	cells past startpoint
setup / recovery	opcode[1]	halt	0.09	4
hold / removal	opcode[0]	reg_write	1.07	4
## cell families after synthesis
logic type      count (synthesis)  share of synthesized area (%)
compound gates                  9                           28.8
xor+xnor                        1                           4.38
buf+inv                         4                           13.7
simple gates                   18                           53.1
## cells in the final DEF, fill, tap and decap left out, drive strengths merged
cell type	count
buf	13
a21o	1
a21oi	2
nor3	3
a31oi	2
nor2	1
and2	1
xnor2	1
o22ai	1
o21bai	1
nand3	1
dlygate4sd2	7
nand2b	3
clkdlybuf4s50	2
o21ai	1
or3	1
a211o	1
nor3b	3
inv	1
dlymetal6s2s	1
and3b	1
nand2	4
## worst max-delay path: cells and delay by family
| kind | cells | cell delay, ns |
|---|---|---|
| buffers and inverters | 2 | 0.61 |
| and+or+nand+nor | 2 | 0.26 |
## layout make-up
class,count,area share (%)
Multi-Input combinational cell,28,44.1
Timing Repair Buffer,23,43.0
Inverter,1,0.792
Tap cell,46,12.1
## report_power, final
part | switching (mW) | total (mW) | internal, mW
logic | 0.0403 | 0.0999 | 0.0596
clock network | 0 | 0 | 0
registers | 0 | 0 | 0
## repair_timing
action / in CTS / in global routing
resized: 39 / 5
setup endpoints to repair: 10 / 3
pin swaps: 6 / 1
buffers inserted: 1 / 0
gates cloned: 0 / 0
Power is estimated from default activity; no workload was simulated.
