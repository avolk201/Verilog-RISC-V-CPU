==> /design/flow/config.mk <==
export PLATFORM = sky130hd
export DESIGN_NAME = dual_binary_to_7Seg
export DESIGN_NICKNAME = dual_binary_to_7Seg
export VERILOG_FILES = /design/flow/design.v
export SDC_FILE = /design/flow/constraint.sdc
export NUM_CORES = 4
export LEC_CHECK = 1
export CORE_AREA = 10 10 70 70
export DIE_AREA = 0 0 80 80
==> /design/flow/constraint.sdc <==
current_design dual_binary_to_7Seg

set clk_period 2.2
set clk_io_pct 0.2

create_clock -name clk0 -period $clk_period

set non_clock_inputs [all_inputs -no_clocks]
set_input_delay [expr $clk_period * $clk_io_pct] -clock clk0 $non_clock_inputs
set_output_delay [expr $clk_period * $clk_io_pct] -clock clk0 [all_outputs]
==> /design/flow/design.v <==
module binary_to_7Seg(binary, sevenSeg);
    input [3:0] binary;
    output reg [6:0] sevenSeg;
    always @(binary) begin
        case (binary)
            4'b0000: sevenSeg = 7'b1000000;  
            4'b0001: sevenSeg = 7'b1111001;  
            4'b0010: sevenSeg = 7'b0100100;  
            4'b0011: sevenSeg = 7'b0110000;  
            4'b0100: sevenSeg = 7'b0011001;  
            4'b0101: sevenSeg = 7'b0010010;  
            4'b0110: sevenSeg = 7'b0000010;  
            4'b0111: sevenSeg = 7'b1111000;  
            4'b1000: sevenSeg = 7'b0000000;  
            4'b1001: sevenSeg = 7'b0010000;  
				4'b1010:	sevenSeg = 7'b0001000; 
				4'b1011: sevenSeg = 7'b0000011; 
				4'b1100: sevenSeg = 7'b1000110; 
				4'b1101: sevenSeg = 7'b0100001;
				4'b1110: sevenSeg = 7'b0000110;
				4'b1111: sevenSeg = 7'b0001110;
            default: sevenSeg = 7'b1111111;  
        endcase
    end
endmodule
module dual_binary_to_7Seg(binary1, binary0, sevenSeg1, sevenSeg0);
    input [3:0] binary1, binary0;
    output [6:0] sevenSeg1, sevenSeg0;
    binary_to_7Seg display1 (
        .binary(binary1),
        .sevenSeg(sevenSeg1)
    );
    binary_to_7Seg display0 (
        .binary(binary0),
        .sevenSeg(sevenSeg0)
    );
endmodule
==> /design/flow/run.sh <==
#!/bin/bash
# OpenROAD 26Q1-2900-gdf79404cd8, Yosys 0.63+post, stock flow scripts
make -C /OpenROAD-flow-scripts/flow DESIGN_CONFIG=/design/flow/config.mk WORK_HOME=/design/flow/orfs finish
==> GITHUB_STEP_SUMMARY <==
### Yosys + OpenROAD results

| Metric | Value |
|---|---|
| Status | `finished, final reports clean` |
| Pin slew with the least headroom to its limit | `roughly 240 ps` |
| Yosys chip area | `about 550 sq um` |
| Leading area contributor after synthesis | `ha_1` |
| Crit path max fanout | `4` |
| Antenna Cells | `0` |
| Total power | `0.1808 mW` |
| Top-area cell share | `0.3167` |
| Clock buffer count | `0` |
| # setup viols final | `0` |
| Initial Util | `0.1619` |
| Antenna violations before repair | `0` |
| Mean Syn Cell Area | `~8.9 sq um` |
| Std cell rows | `21` |
| Die H | `around 80 microns` |
| Yosys cell types | `19` |
| Final wirelength | `~1700 microns` |
| Critical Path AT | `1720 ps` |
| Setup TNS | `0 ps` |
| Synth cell count leaders | `14 x ha_1, 7 x mux2i_1, 7 x nor2_1, 6 x inv_1` |
| Final min period | `between 2000 and 2500 ps` |
| Yosys cell count | `~62` |
| Top post-synthesis cells by area | `ha_1 32%, mux2i_1 13%, mux4_1 9.5%, mux2_2 6.1%, nor2_1 4.8%` |
| Gpl congestion | `just under 0.8` |
| DRT iter0 DRCs | `7` |
| Core area | `3416 sq um` |
| Pwr/cell area | `roughly 170 nW/um^2` |
| Routed WL per cell | `11.02 microns` |
| Syn-to-layout area delta | `89.14%` |
| Setup crit start kind | `input pin` |
| DP Worst Slack | `-560.8 ps` |
| Final worst slack | `roughly 45 ps` |
| Post-CTS Hold Fix Bufs | `0` |
| Total Routing Usage GR | `0.04655` |
| F_max | `0.4640 GHz` |
| Util after Layout | `0.3062` |
| Largest net degree at the start of global routing | `10` |
| Leakage | `roughly 0.52 nW` |
| Die X | `around 80 microns` |
| Global route total overflow | `0` |
| Hold path startpoint | `binary0[3]` |
| CP Capture Type | `primary output` |
| Number of global-route vias before repair | `579` |
| Routed met1 length | `778 microns` |
| WL met2 | `approximately 730 microns` |
| WS Path Type | `input pin to primary output` |
| Share of post-route cells with drive strength above 1 | `0.5377` |
| Slew Viols, Final | `0` |
| Post-DR vias/cell | `3.993` |
| First-pass GRT wire length | `2642 microns` |
| Count leader, synth | `ha_1` |
| Hold Path End | `sevenSeg0[0]` |
| Registers | `0` |
| Routed Antenna Nets | `0` |
| Vias | `607` |
| WP data required | `1760 ps` |
| Metal3 WL | `roughly 160 microns` |
| Die area | `between 6000 and 7000 sq um` |
| Buffers added on ports | `22` |
| Hold Crit Class | `input pin to primary output` |
| RSZ-0062 raised after global routing | `no` |
| Max IR drop VDD | `around 0.057 mV` |
| Register area | `0 sq um` |
| Syn Inst Count | `62` |
| Worst Hold Depth | `5` |
| Hold Vio Cnt, Final | `0` |
| Worst slew margin relative to its limit | `0.8402` |
| YS warnings | `1` |
| Post-synth seq share | `0` |
| Synthesized area | `roughly 550 sq um` |
| Log Warnings | `44` |
| # IOs | `22` |
| Hold Worst Slack | `roughly 1400 ps` |
| Max-cap violations | `0` |
| Fin crit share | `0.9797` |
| Post-DP HPWL | `between 1000 and 1500 microns` |
| DRC | `0` |
| Highest routed layer | `met4` |
| DRT Pass-1 Iters | `2` |
==> metrics by stage <==
stage	cell area (sq um)	instances
floorplan	553.0	62
global placement	948.4	146
detailed placement	948.4	146
CTS	985.9	149
global route	1046	152
finish	1046	152
==> routing by layer <==
metal,global-route usage,up-vias
met1,0.05785,273
met4,0.003521,0
met2,0.07865,17
li1,-,315
met5,0,-
met3,0.01591,2
==> worst max-delay path: stages <==
cell and delay (ps):
buf_4 130, buf_4 150, ha_4 160, mux2_2 250
a22o_1 180, clkdlybuf4s50_1 400
==> kinds of logic (layout without fill, tap and decap cells) <==
logic type               after synthesis  count (layout)  share of synthesized area
adder cells (fa/ha/maj)               14              14                     0.3167
AND-OR/OR-AND                         12              12                     0.1652
AND/OR/NAND/NOR                       14              14                     0.1358
buffers and inverters                 10              54                    0.09954
multiplexers                          12              12                     0.2828
==> final cells by class <==
cell class	instances	area (sq um)
Fill cell	347	2370
Timing Repair Buffer	48	391.6
Multi-Input combinational cell	52	569.3
Inverter	6	27.53
Tap cell	46	57.56
==> worst max path at each step <==
stage     startpoint      endpoint  cells after the start
4_1_cts   binary0[0]  sevenSeg0[6]                      6
5_1_grt   binary0[1]  sevenSeg0[6]                      7
6_report  binary0[1]  sevenSeg0[6]                      6
==> repair_timing <==
action                                  in CTS  in global routing
resized                                     47                 20
cloned                                       1                  0
pin swaps                                    2                  1
setup buffers                                2                  3
endpoints found under the setup margin      14                  7
==> layout by cell type, fill, tap and decap left out, types with 2 or more instances in the layout <==
cell	count
a22o_1	2
nand2_1	2
ha_4	4
ha_2	3
buf_4	23
buf_6	4
a22o_2	2
clkdlybuf4s50_1	6
and2b_2	2
ha_1	7
inv_4	2
buf_2	5
mux2i_1	7
mux2_2	3
nor2_1	5
dlygate4sd2_1	7
or3b_1	2
inv_2	3
o21ai_1	2
==> report_power, final <==
| group | switching (mW) | total [mW] | internal [mW] |
|---|---|---|---|
| clock | 0 | 0 | 0 |
| sequential | 0 | 0 | 0 |
| combinational | 0.0687 | 0.181 | 0.112 |
No activity file was given, so power comes from the tool's default toggle rates.
